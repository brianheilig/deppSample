<file path="design/flow/design.v">
`timescale 1ns / 1ps
module top(
           input i_clk_8mhz,
           input i_clk_pps,
           output o_qspi_cs_n,
           output o_qspi_sck,
           inout [3:0] io_qspi_dat,
           input [1:0] i_btn,
           output [3:0] o_led,
           output reg o_depp_wait,
           input i_depp_astb_n,
           input i_depp_dstb_n,
           input i_depp_write_n,
           inout [7:0] io_depp_data,
           inout [48:1] io_pio);
   initial o_depp_wait = 1'b0;
   wire btn_rst = i_btn[0];
   reg [7:0] depp_addr;
   reg [7:0] depp_data;  
   reg [7:0] depp_out;
   reg depp_read_en;
   reg depp_busy;
   reg depp_debug;
   assign o_qspi_cs_n = 1'b1;
   assign o_qspi_sck = 1'b0;
   assign o_led = depp_addr;
   assign io_depp_data = depp_read_en ? depp_out : 8'bzzzzzzzz;
   always @(posedge i_clk_8mhz) begin
      if (depp_busy == 1'b1) begin
         if (i_depp_astb_n == 1'b1 & i_depp_dstb_n == 1'b1) begin
            o_depp_wait <= 1'b0;
            depp_read_en <= 1'b0;
            depp_busy <= 1'b0;
         end
      end else if (i_depp_astb_n == 1'b0) begin
         depp_busy <= 1'b1;
         o_depp_wait <= 1'b1;
         if (i_depp_write_n == 1'b0) begin
            depp_addr <= io_depp_data;
         end else begin
            depp_out <= depp_addr;
            depp_read_en <= 1'b1;
         end
      end else if (i_depp_dstb_n == 1'b0) begin
         depp_busy <= 1'b1;
         o_depp_wait <= 1'b1;
         if (i_depp_write_n == 1'b0) begin
            depp_data <= io_depp_data;
         end else begin
            depp_out <= depp_data;
            depp_read_en <= 1'b1;
         end
      end
   end
endmodule
</file>
<file path="design/flow/run.sh">
#!/bin/bash
# OpenROAD 26Q1-2900-gdf79404cd8, Yosys 0.63+post, stock flow scripts
make -C /OpenROAD-flow-scripts/flow DESIGN_CONFIG=/design/flow/config.mk WORK_HOME=/design/flow/orfs finish
</file>
<file path="design/flow/config.mk">
export PLATFORM = sky130hd
export DESIGN_NAME = top
export DESIGN_NICKNAME = top
export VERILOG_FILES = /design/flow/design.v
export SDC_FILE = /design/flow/constraint.sdc
export NUM_CORES = 4
export LEC_CHECK = 1
export CORE_AREA = 10 10 105 105
export DIE_AREA = 0 0 115 115
</file>
<file path="design/flow/constraint.sdc">
current_design top

set clk_period 3.5
set clk_io_pct 0.2

create_clock -name clk0 -period $clk_period [get_ports {i_clk_8mhz}]

set non_clock_inputs [all_inputs -no_clocks]
set_input_delay [expr $clk_period * $clk_io_pct] -clock clk0 $non_clock_inputs
set_output_delay [expr $clk_period * $clk_io_pct] -clock clk0 [all_outputs]
</file>
==> reports/metrics.yaml <==
nFillCells: 969
slew_viol_final: 0
layout_worst_path_cycle_share_pct: 64.5
slew_headroom_pct: 56.6
synthTopCellsByCount: "edfxtp_1 (25), mux2_4 (8), buf_4 (6)"
ys.flop_type: "edfxtp_1"
required_ns: 3.42
status: "finished, final reports clean"
top_cells_by_area: "edfxtp_1 (75%), mux2_4 (12%), buf_4 (4.5%)"
p_per_area_mw_per_mm2: 491
cts_hold_buf: 0
synth_xor_xnor_area_share_pct: 0.878
adder_share_pct: 0
power.leakage_nw: 0.407
hold_viol: 0
grt_max_degree: 16
drc: 0
cts_root_buffer: "clkbuf_8"
num_vias: 421
skew_ns: 0.00683
grt_pass1_wl_um: 2750
top_logic_kind: "multiplexers"
finalWirelength_um: 1720
place_ws_ns: 0.940
hold_start: "io_depp_data[2]"
synth-edff-count: 25
drtIter0Drc: 42
r2r_slack_ns: 2.29
synthDistinctLibCells: 12
chipArea_mm2: 0.0132
antenna_cells: 0
maxCapViolations: 0
tool_warnings: 112
wl_per_cell_um: 10.5
max_stage_delay_ns: 0.74
tightestPinTransition_ns: 0.649
ir_drop_v: 0.000303
io_buffers: 8
ys_seq_share_pct: 77.3
hold_end: "depp_addr[2]"
rows: 34
cts_buffer_depth: 2
gr-total-overflow: 0
synth_chip_area_um2: 997
drive_gt1_share_pct: 26.8
worstReg2RegStart: "depp_busy"
critical_path_class: "in -> reg"
grt_usage_pct: 2.73
hp-class: "reg -> reg"
comb_area_um2: 166
yosysCellCount: 49
worst_setup_path_start_kind: "input pin"
coreArea_mm2: 0.00876
ant_nets: 0
clk_pin_slew_ns: 0.08
syn_inst: 49
min_period_ns: 2.26
rr_endpoint: "io_depp_data[2]"
worst_slack_ns: 1.24
drtPass1Iterations: 2
synthSimpleGateAreaFrac_pct: 3.01
postSynthAreaPerCell_um2: 20.4
syn_area_um2: 997
ys.warnings.count: 2
setup_violations: 0
grt_setup_unrepaired: "no"
tns_ns: 0
top_area_cell: "edfxtp_1"
numCtsBuffers: 3
cts-htree-levels: 1
post_cts_buffers: 0
cts_resized: 0
critPathSlowestCell: "clkdlybuf4s50_1"
dp_hpwl_um: 1260
top_cell: "edfxtp_1"
ys_sh_mux_pct: 12.0
top_area_share_pct: 75.3
worstPathCellList: "clkdlybuf4s50_1 > nand2_1 > and3_1"
dieWidth_um: 115
clock_sinks: 26
antenna_found_initial: 0
clkLatencyLatePin_ns: 0.26
power_w: 0.000611
timing.critical_path.buf_inv: 1
synth_flops: 26
untimed_endpoints: 52
place_congestion: 0.705
ys_sh_aoi_pct: 0
first_global_vias: 466
regArea_um2: 771
vias_per_cell: 2.57
r2r_cells: 2
arrival_ns: 2.18
async_reset_ff_share_pct: 0
cp_max_fo: 11
end_kind: "flip-flop"
die_h_um: 115
max_freq_mhz: 443
initial_core_util_pct: 11.4
worstHoldPathCells: 0
area_growth_pct: 24.6
cts_tree: "yes"
cp_top_family: "buffers and inverters"
ios: 74
[report_power, final]
group | switching (W) | total (W) | internal, W
combinational | 0.00000979 | 0.0000231 | 0.0000133
clock | 0.0000863 | 0.000239 | 0.000153
sequential | 0.00000314 | 0.000348 | 0.000345
total | 0.0000992 | 0.000611 | 0.000511
[cell families after synthesis]
logic type / count (synthesis)
xor+xnor: 1
buf+inv: 8
flops: 26
mux: 8
other cells: 2
simple gates: 4
[registers in the layout (all words and copies together) (netlist names)]
name,cells
depp_addr,8
depp_data,8
io_depp_data,8
depp_busy,1
o_depp_wait,1
[stage by stage]
step	hold slack, ns	utilization (%)	cell area, um^2	std cells
2_1_floorplan	0.421	-	997	49
3_3_place_gp	0.491	13.4	1170	160
3_5_place_dp	0.478	13.4	1170	160
4_1_cts	0.499	14.2	1240	164
5_1_grt	0.527	14.2	1240	164
6_report	0.483	14.2	1240	164
[per-layer routing]
layer  global-route usage [%]  part of all wire (%)  vias up
met3                     2.11                    14        2
met5                        0                     0        -
li1                         -                     -      187
met1                     3.34                    43      214
met2                     3.98                    42       18
met4                   0.0825                  0.29        0
[worst max-delay path by stage]
| stage | endpoint | slack [ns] | start | cells after the start |
|---|---|---|---|---|
| after CTS | io_depp_data[0] | 1.20 | i_depp_astb_n | 3 |
| after global routing | io_depp_data[2] | 1.12 | i_depp_astb_n | 3 |
| final | io_depp_data[2] | 1.24 | i_depp_astb_n | 3 |
[cell usage in the layout, fill, tap and decap left out, drive strengths merged]
cell / instances
and3: 1
buf: 2
bufinv: 1
clkbuf: 3
clkdlybuf4s50: 8
conb: 2
dfxtp: 1
edfxtp: 25
inv: 1
mux2: 8
nand2: 1
nor3: 1
nor4b: 1
xnor2: 1
[layout make-up]
| cell class | count | area share (%) |
|---|---|---|
| Clock buffer | 3 | 3.32 |
| Clock inverter | 1 | 2.42 |
| Inverter | 1 | 0.302 |
| Multi-Input combinational cell | 15 | 13.4 |
| Sequential cell | 26 | 62.0 |
| Tap cell | 108 | 10.9 |
| Timing Repair Buffer | 10 | 7.65 |
